--- design/flow/run.sh ---
#!/bin/bash
# OpenROAD 26Q1-2900-gdf79404cd8, Yosys 0.63+post, stock flow scripts
make -C /OpenROAD-flow-scripts/flow DESIGN_CONFIG=/design/flow/config.mk WORK_HOME=/design/flow/orfs finish
--- design/flow/config.mk ---
export PLATFORM = sky130hd
export DESIGN_NAME = huffman_decoder
export DESIGN_NICKNAME = huffman_decoder
export VERILOG_FILES = /design/flow/design.v
export SDC_FILE = /design/flow/constraint.sdc
export NUM_CORES = 4
export LEC_CHECK = 1
export CORE_AREA = 10 10 81 81
export DIE_AREA = 0 0 91 91
--- design/flow/constraint.sdc ---
current_design huffman_decoder

set clk_period 4.2
set clk_io_pct 0.2

create_clock -name clk0 -period $clk_period [get_ports {clk}]

set non_clock_inputs [all_inputs -no_clocks]
set_input_delay [expr $clk_period * $clk_io_pct] -clock clk0 $non_clock_inputs
set_output_delay [expr $clk_period * $clk_io_pct] -clock clk0 [all_outputs]
--- design/flow/design.v ---
module huffman_decoder (
    input logic clk,
    input logic rst,
    input logic bit_in,
    output logic [4:0] symbol_out,
    output logic valid_out
);
    logic [7:0] shift_reg, next_shift;
    logic [3:0] bit_count, next_count;
    always_ff @(posedge clk or posedge rst) begin
        if (rst) begin
            shift_reg <= 0;
            bit_count <= 0;
        end else begin
            shift_reg <= next_shift;
            bit_count <= next_count;
        end
    end
    always_comb begin
        next_shift = {shift_reg[6:0], bit_in};
        next_count = bit_count + 1;
        valid_out = 0;
        symbol_out = 0;
        unique case (shift_reg[7 -: 7])  
            7'b0000000: if (bit_count == 1) begin symbol_out = 5'd1; valid_out = 1; next_count = 0; end
            7'b0000001: if (bit_count == 2) begin symbol_out = 5'd2; valid_out = 1; next_count = 0; end
            7'b0000010: if (bit_count == 3) begin symbol_out = 5'd3; valid_out = 1; next_count = 0; end
            7'b0000011: if (bit_count == 3) begin symbol_out = 5'd4; valid_out = 1; next_count = 0; end
            7'b0000100: if (bit_count == 3) begin symbol_out = 5'd5; valid_out = 1; next_count = 0; end
            7'b0000101: if (bit_count == 4) begin symbol_out = 5'd6; valid_out = 1; next_count = 0; end
            7'b0000110: if (bit_count == 4) begin symbol_out = 5'd7; valid_out = 1; next_count = 0; end
            7'b0000111: if (bit_count == 5) begin symbol_out = 5'd8; valid_out = 1; next_count = 0; end
            7'b0001000: if (bit_count == 6) begin symbol_out = 5'd9; valid_out = 1; next_count = 0; end
            7'b0001001: if (bit_count == 6) begin symbol_out = 5'd10; valid_out = 1; next_count = 0; end
            7'b0001010: if (bit_count == 6) begin symbol_out = 5'd11; valid_out = 1; next_count = 0; end
            7'b0001011: if (bit_count == 6) begin symbol_out = 5'd12; valid_out = 1; next_count = 0; end
            7'b0001100: if (bit_count == 6) begin symbol_out = 5'd13; valid_out = 1; next_count = 0; end
            7'b0001101: if (bit_count == 6) begin symbol_out = 5'd14; valid_out = 1; next_count = 0; end
            7'b0001110: if (bit_count == 6) begin symbol_out = 5'd15; valid_out = 1; next_count = 0; end
            7'b0001111: if (bit_count == 6) begin symbol_out = 5'd16; valid_out = 1; next_count = 0; end
            7'b0010000: if (bit_count == 6) begin symbol_out = 5'd17; valid_out = 1; next_count = 0; end
            7'b0010001: if (bit_count == 6) begin symbol_out = 5'd18; valid_out = 1; next_count = 0; end
            default: begin
                valid_out = 0;
            end
        endcase
    end
endmodule
==> flow_summary.ini <==
; implementation run metrics
[run_status]
outcome = finished, final reports clean

[clocking]
tritoncts.num_buffers = 3
cts_tree = yes
clk_pin_slew_ps = 50
clk_latency_ps = 240
cts_max_level = 1
cts_sinks = 12
cts-root-buf = clkbuf_8
cts_setup_buffers = 0
clockBufferDepth = 2
postCtsHoldBufs = 0
post_cts_resized = 0

[critical_path]
r2r_slack_ps = 2340
crit_path_end_kind = output port
r2r_start = bit_count[0]
worstSetupPathType = reg2out
cp.arrival_ps = 2480
critical_path_required_ps = 3360
cp_cell_sequence = ha_1, or3b_1, o211a_1, o21ai_1, and3_1, clkdlybuf4s50_1
critPathBufInv = 1
worstPathMaxFanout = 7
crit_cells = 6
cp_slowest_cell = clkdlybuf4s50_1
crit_end = valid_out
rr_endpoint = bit_count[3]
cpPeakStageDelay_ps = 460
reg2reg_depth = 5
cp_top_family = simple AND/OR/NAND/NOR gates
critPathLaunchType = flip-flop
cp-startpoint = bit_count[0]

[sta]
finalCriticalPeriod_ps = 3320
rsz0062_at_grt = no
relSlewSlack_pct = 54.9
fin_crit_sh_pct = 79.1
finalClockSkew_ps = 2.70
hold_ws_ps = 345
final-hold-violation-count = 0
fin_ws_ps = 878
setup_tns_ps = 0
worst_slew_pin_slew_ps = 671
setup_violations = 0
fmaxAchievable_mhz = 301
drv_slew = 0

[pwr]
p_switching_uw = 173
pwr-share-comb_pct = 34.7
p_leak_nw = 0.404
power_switching_share_pct = 37.3
p_int_uw = 291
p_per_area_nw_per_um2 = 421
clkPwrFrac_pct = 26.1
vdd_drop_max_v = 0.000363
pwr-share-seq_pct = 39.2

[floorplan]
die_h_um = 91
chipWidth_um = 91
chipArea_um2 = 8280
core.rowCount = 25
io_pins = 9
fp_util_pct = 19.0
coreArea_um2 = 4820

[synthesis]
netlist_instances = 106
synth_flops = 12
synth_area_um2 = 917
yosys.area.top_type = dfrtp_1
synth-edff-count = 0
yosys.stat.chipArea_um2 = 917
area_leaders = dfrtp_1 (33%), ha_1 (5.5%), a31oi_1 (4.1%), buf_2 (3.3%), inv_1 (2.9%)
yosysMostFrequentCell = dfrtp_1
syn_avg_cell_area_um2 = 8.65
ff_type = dfrtp_1
common_cells = dfrtp_1 (12), inv_1 (7), nand2_1 (7)
ys_cells = 106
yosys_warnings = 1
top_area_share_pct = 32.7
synth_cell_types = 40
async_flop_share_pct = 100
seq_area_frac_synth_pct = 32.7

[route]
drt_pass1_iterations = 4
drtIter0Drc = 130
ant_nets = 0
antennaDiodeCount = 0
wl_met2_um = 933
dr.max_layer_used = met4
via_per_inst = 4.65
vias = 827
drc_errors = 0
drt-total-wl_um = 2120
wl_per_cell_um = 11.9
wirelength_met1_um = 1030
wl_met3_um = 124

[global_route]
grt_pass1_wl_um = 3590
grt_max_degree = 15
overflow = 0
antenna_found_initial = 0
grt_pass1_vias = 764
grt_usage_pct = 5.00

[placement]
dp_slack_ps = 1140
gp_congestion = 0.883
dp_hpwl_um = 1550
io_buffers = 8

[min_path]
worstHoldPathType = reg2reg
min-delay-start = shift_reg[0]

[cells_and_area]
final_core_util_pct = 22.9
drive_above_1_share_pct = 10.8
syn_to_final_growth_pct = 20.2
largest_register_ffs = 8

[job]
max_cap_viol_count = 0
warning_count = 28
==> worst min-delay path by stage <==
stage,endpoint,cells past startpoint
4_1_cts,shift_reg[1],0
5_1_grt,shift_reg[1],0
6_report,shift_reg[1],0
==> metal layers <==
layer  vias to the layer above  track usage [%]
met5                         -                0
met4                         0             1.17
met3                         5             1.41
met2                        26             7.28
met1                       391             7.15
li1                        405                -
==> logic make-up after synthesis <==
family / after synthesis / share of synthesized area, %
mux: 2 / 2.32
fa+ha+maj: 4 / 5.46
flops: 12 / 32.7
buf+inv: 14 / 6.55
xor+xnor: 3 / 2.87
simple gates: 43 / 26.6
compound gates: 28 / 23.5
==> power by group through the flow <==
stage / clock network [mW] / registers, mW / logic (mW)
5_1_grt: 0.134 / 0.188 / 0.178
4_1_cts: 0.125 / 0.181 / 0.160
6_report: 0.121 / 0.182 / 0.161
==> layout by cell type, fill, tap and decap left out, types with 2 or more instances in the layout <==
master,count
a211oi_1,2
a21o_1,2
a21oi_1,5
a31oi_1,6
and3_1,2
clkbuf_8,4
clkdlybuf4s50_1,8
dfrtp_1,12
ha_1,4
inv_1,7
nand2_1,7
nand2b_1,2
nand3_1,3
nand3b_1,2
nand4_1,2
nor2_1,6
nor2b_1,2
nor3_1,4
nor4_1,4
o211a_1,2
o21ai_0,2
or3_1,4
xnor2_1,2
==> final cells by class <==
cell class | count | area [um2]
Timing Repair Buffer | 8 | 80.1
Inverter | 7 | 26.3
Sequential cell | 12 | 300
Clock buffer | 4 | 55.1
Fill cell | 535 | 3710
Multi-Input combinational cell | 80 | 557
Tap cell | 67 | 83.8
==> stage by stage <==
stage	area, um2	power [mW]	cells
2_1_floorplan	917	0.306	106
3_3_place_gp	1050	0.345	174
3_5_place_dp	1050	0.342	174
4_1_cts	1100	0.466	178
5_1_grt	1100	0.499	178
6_report	1100	0.464	178
Power figures rest on the tool's default switching activity, not on a simulated workload.
